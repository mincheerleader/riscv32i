==> design/flow/design.v <==
module mem(
		   clock,
		   rst,
		   i_read_cs,
		   i_write_cs,
		   i_address,
		   i_memdat,
		   o_memdat,
		   o_led);
	input[31:0] i_memdat;	   
	input clock;
	input rst;
	input i_write_cs;
	input i_read_cs;
	input[31:0] i_address;
	reg led_n;
	output o_led;
	output reg[31:0] o_memdat;	   
	reg write_cs=0;
	reg[31:0] m[31:0];
	reg[31:0] memdat;
	assign o_led=led_n;
	always@(*)begin
		if(i_read_cs==1)
			o_memdat[31:0]=m[i_address];
		else
			o_memdat[31:0]=32'h0;
	end
	always@(posedge clock or negedge rst)begin
		if(!rst)begin
			m[0]<=32'h0;
			m[1]<=32'h0;
			m[2]<=32'h0;
			m[3]<=32'h0;
			m[4]<=32'h4020A023;
			m[5]<=32'h0;
			m[6]<=32'h0;
			m[7]<=32'h0;
			m[8]<=32'hFF9FF1EF;
			m[9]<=32'h135;
			m[10]<=32'h136;
			m[11]<=32'h0;
			m[14]<=32'h137;
			m[15]<=32'h0;
			m[16]<=32'h139;
			m[17]<=32'h0;
			m[18]<=32'h138;
			m[19]<=32'h0;
		end
		else if(i_write_cs==1)	m[i_address]<=i_memdat[31:0];
	end
	always@(posedge clock or negedge rst)begin
		if(!rst)	led_n<=0;
		else if((i_write_cs==1)
				&&(i_address[31:0]==32'h00000402))begin
				led_n<=i_memdat[31:0];
		end
	end
endmodule
==> design/flow/run.sh <==
#!/bin/bash
# OpenROAD 26Q1-2900-gdf79404cd8, Yosys 0.63+post, stock flow scripts
make -C /OpenROAD-flow-scripts/flow DESIGN_CONFIG=/design/flow/config.mk WORK_HOME=/design/flow/orfs finish
==> design/flow/config.mk <==
export PLATFORM = sky130hd
export DESIGN_NAME = mem
export DESIGN_NICKNAME = mem
export VERILOG_FILES = /design/flow/design.v
export SDC_FILE = /design/flow/constraint.sdc
export NUM_CORES = 4
export LEC_CHECK = 1
export CORE_UTILIZATION = 30
==> design/flow/constraint.sdc <==
current_design mem

set clk_period 15.0
set clk_io_pct 0.2

create_clock -name clk0 -period $clk_period [get_ports {clock}]

set non_clock_inputs [all_inputs -no_clocks]
set_input_delay [expr $clk_period * $clk_io_pct] -clock clk0 $non_clock_inputs
set_output_delay [expr $clk_period * $clk_io_pct] -clock clk0 [all_outputs]
==> results.yml <==
# flow metrics
sta:
  hold_viol: 0
  clock-skew-final_ns: 0
  setup_viol: 0
  rsz0062_at_grt: "no"
  relSlewSlack_pct: 37.6
  slew_viol_final: 0
  worst_pin_slew_ns: 0.934
  timing.hold.ws_ns: 0.488
  fin_crit_sh_pct: 68.2
  fmax_ghz: 0.0978
  min_period_ns: 10.23
  tns_ns: 0
clock_tree:
  clkTransAtPathRegs_ns: 0.06
  post_cts_resized: 0
  post_cts_buffers: 0
  clk_latency_ns: 0.69
  clock_path_buffers: 3
  htree_levels: 3
  cts_made_buffers: 103
  hold_buffers: 0
  cts_tree: "yes"
  clock-sinks: 1025
  root_buffer: "clkbuf_16"
placed_design:
  portBuffers: 100
  routabilityCongestion: 0.875
  dpl.hpwl_um: 80300
synth:
  ys_ff: 1025
  async_flop_share_pct: 56.3
  syn_avg_cell_area_um2: 14.8
  syn_inst: 2920
  synth_chip_area_um2: 43100
  synth_cell_types: 59
  synth_area_um2: 43100
  yosys_warnings: 2
  yosysCellCount: 2920
  ys_seq_share_pct: 64.9
  edf_count: 448
  ys.flop_type: "dfrtp_1"
floorplan:
  die_area_um2: 145000
  core_area_um2: 142000
  fp_util_pct: 30.4
  rows: 138
  die_w_um: 381
  pin_count: 101
  die_h_um: 381
detailed_routing:
  avgRoutedWirePerCell_um: 27.8
  wirelength_um: 138000
  drtIter0Drc: 2132
  first_pass_iters: 5
  drc: 0
  vias: 27400
  routed_via_density: 5.50
  antenna_left: 0
critical_path:
  slowest_delay_ns: 0.63
  crit_fanout: 45
  rrSetupSlack_ns: 14.21
  worst-path-buf-inv: 5
  r2r_start: "m[0][6]"
  startpoint: "i_address[2]"
  cp_data_arrival_time_ns: 7.23
  cp_slowest_cell: "buf_4"
  critPathKind: "input pin to output pin"
  cpMostUsedCell: "buf_4"
  critPathCaptureType: "output pin"
  cpLargestDelayFamily: "buffers and inverters"
  crit_path_cell_trace: "buf_4 -> buf_4 -> nor2b_4 -> buf_4 -> and2_1 -> buf_4 -> a22oi_1 -> and4_1 -> a31oi_1 -> clkdlybuf4s50_1"
  start_kind: "input pin"
  cp.required_ns: 12.00
grt:
  grt_max_degree: 105
  grt_pass1_wl_um: 202000
  grt_pass1_vias: 28500
  grt.total_usage_pct: 20.0
  antenna_found_initial: 3
  grt-ovfl-total: 0
finish:
  drive_above_1_share_pct: 32.7
  synthToLayoutAreaGrowth_pct: 15.8
status:
  run_status: "completed"
pwr:
  power_density_nw_per_um2: 132
  p_leak_nw: 18.8
  vdd_drop_max_mv: 0.0870
  power_mw: 6.56
min_path:
  hp-class: "flop to flop"
  hp-start: "m[11][7]"
flow_run:
  maxCapViolations: 0
  tool_warnings: 29
-- power breakdown --
group,internal [mW],switching [mW]
Sequential,3.26,0.147
Combinational,0.324,0.317
Clock,1.41,1.10
-- worst paths after layout --
| kind | endpoint | depth (start not counted) |
|---|---|---|
| min in group asynchronous | m[6][15] | 1 |
| setup / recovery | o_memdat[13] | 10 |
| max in group asynchronous | m[7][5] | 5 |
| setup reg to reg | m[0][6] | 1 |
| hold reg to reg | m[11][7] | 1 |
| hold / removal | m[11][7] | 1 |
-- per-layer routing --
metal | part of all wire, % | global-route usage [%]
met5 | 0.084 | 0.728
met4 | 2.9 | 4.82
met3 | 14 | 11.4
met2 | 44 | 28.9
met1 | 39 | 26.6
-- cells in the final DEF, fill, tap and decap left out, drive strengths merged, types with 16 or more instances in the layout --
cell and count:
a2111oi 16, a211oi 29, a21oi 36, a22o 53, a22oi 162, a31oi 33
a32o 24, a32oi 43, and3 36, and4 24, buf 141, clkbuf 169
clkdlybuf4s50 93, clkinv 20, dfrtp 519, dfstp 58, edfxtp 448, mux2 610
mux2i 51, nand2 38, nand3 147, nand4 30, nor2 44, nor4 35
o21ai 47, o221ai 20, o22ai 33, o2bb2ai 34
-- flip-flops by register name, indices dropped and copies added (netlist names) --
register  cells
m          1024
led_n         1
-- synth_stat cells (10+ instances only) --
| library cell | n | share of area [%] |
|---|---|---|
| a32o_1 | 24 | 0.56 |
| dfrtp_1 | 519 | 30 |
| edfxtp_1 | 448 | 31 |
| nor2b_1 | 11 | 0.16 |
| and3_1 | 36 | 0.52 |
| a22oi_1 | 162 | 2.8 |
| buf_4 | 14 | 0.24 |
| o2bb2ai_1 | 34 | 0.69 |
| buf_2 | 107 | 1.2 |
| dfstp_2 | 58 | 3.5 |
| mux2i_1 | 51 | 1.2 |
| and4_1 | 24 | 0.49 |
| mux2_2 | 607 | 16 |
| a22o_1 | 53 | 1.1 |
| a21oi_1 | 36 | 0.42 |
| nand2_1 | 38 | 0.33 |
| o22ai_1 | 33 | 0.48 |
| nand3b_1 | 12 | 0.21 |
| a32oi_1 | 43 | 0.87 |
| o221ai_1 | 20 | 0.41 |
| a2111oi_0 | 16 | 0.33 |
| nor4_1 | 35 | 0.51 |
| nand3_1 | 146 | 1.7 |
| nor2_1 | 40 | 0.35 |
| o21ai_0 | 47 | 0.55 |
| buf_1 | 10 | 0.087 |
| a31oi_1 | 33 | 0.48 |
| a211oi_1 | 29 | 0.51 |
| clkbuf_1 | 126 | 1.1 |
| nand4_1 | 30 | 0.44 |
-- metrics by stage --
| step | cells | util [%] | setup WS, ns | cell area [µm²] |
|---|---|---|---|---|
| 2_1_floorplan | 2920 | - | 7.31 | 43100 |
| 3_3_place_gp | 4786 | 32.8 | 4.83 | 46600 |
| 3_5_place_dp | 4786 | 32.8 | 4.80 | 46600 |
| 4_1_cts | 4982 | 35.1 | 4.77 | 49900 |
| 5_1_grt | 4982 | 35.1 | 4.57 | 49900 |
| 6_report | 4983 | 35.1 | 4.77 | 49900 |
-- final cells by class --
type                    instances  area [µm²]
repair buffers                234        2010
diodes                          1        2.50
clock inverters                27         249
multi-input cells            1631       14200
well taps                    1890        2360
inverters                       6        22.5
clock buffers                 169        3020
fillers                     13500       92100
flip-flops and latches       1025       28000
-- cell families (layout without fill, tap and decap cells) --
kind of cell           count (synthesis)  in the layout  synth area share [%]
AOI/OAI and AO/OA                    553            553                  9.68
other                                  0              1                     0
and+or+nand+nor                      417            417                  5.53
buffers and inverters                264            436                  2.75
DFF                                 1025           1025                  64.9
muxes                                661            661                  17.1
Power figures rest on the tool's default switching activity, not on a simulated workload.
